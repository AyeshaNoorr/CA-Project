File: design.v
`timescale 1ns / 1ps
module meMwB(
    input clk,reset,
    input memtoReg, regWrite,
    input [63:0] memResult,
    input [63:0] execResult,
    input [4:0] rd,
    output reg memtoRegDel, regWriteDel, 
    output reg [63:0] memResultDel,
    output reg [63:0] execResultDel,
    output reg [4:0] rdDel
    );
    always@(posedge clk or posedge reset) begin
        if(reset) begin
            memtoRegDel = 0;  regWriteDel = 0; 
            memResultDel = 0; 
            execResultDel = 0; 
            rdDel = 0; 
        end else begin
            memtoRegDel = memtoReg;  regWriteDel = regWrite; 
            memResultDel = memResult; 
            execResultDel = execResult; 
            rdDel = rd; 
        end
    end
endmodule
File: constraint.sdc
current_design meMwB

set clk_period 1.0
set clk_io_pct 0.2

create_clock -name clk0 -period $clk_period [get_ports {clk}]

set non_clock_inputs [all_inputs -no_clocks]
set_input_delay [expr $clk_period * $clk_io_pct] -clock clk0 $non_clock_inputs
set_output_delay [expr $clk_period * $clk_io_pct] -clock clk0 [all_outputs]
File: config.mk
export PLATFORM = sky130hd
export DESIGN_NAME = meMwB
export DESIGN_NICKNAME = meMwB
export VERILOG_FILES = /design/flow/design.v
export SDC_FILE = /design/flow/constraint.sdc
export NUM_CORES = 4
export LEC_CHECK = 1
export CORE_AREA = 10 10 163 163
export DIE_AREA = 0 0 173 173
File: run.sh
#!/bin/bash
# OpenROAD 26Q1-2900-gdf79404cd8, Yosys 0.63+post, stock flow scripts
make -C /OpenROAD-flow-scripts/flow DESIGN_CONFIG=/design/flow/config.mk WORK_HOME=/design/flow/orfs finish
==> run summary <==
run results: Clock power frac 0.491, clock slew at reported path FFs 0.06 ns, mean routed wirelength per cell 15.1 um, vias in the first global route 2763, Yosys chip area 3380 um2, Tightest Pin Transition 0.175 ns, Leakage 3.04 nW, clock sinks 135, Sequential Power Share 0.436, sw power 2.63 mW, Synth Area in Compound Gates 0, initial antenna violation count 2, largest net degree at the start of global routing 18, violated checks negative setup slack, total internal power 10.7 mW, Slowest cell on crit path dfrtp_1, crit path capture type output port, final period utilization 1.09, Worst Setup Start Kind flop, drt total wl 11.6 mm, Synth Seq Share 0.999, row cnt 55, initial DRC count 74, Tool Warnings 28, Levels on crit path 1, Die ar. 29900 um2, Residual DRC 0, RSZ-0062 raised after global routing yes, Slew HR 0.883, layout overhead on the synthesized area 96.2%, Post-CTS Setup Bufs 0, final setup TNS -8.95 ns, CTS tree built, via count 2338, Comb gates 0, combinational fraction of design power 0.073, status complete, but fails checks, clk buf depth 2, Post-Synthesis Cells 136, Final WS setup -0.0888 ns, Core Region 22800 um2, Crit path largest cell delay 0.37 ns, top logic cell family in the synthesized netlist buffers and inverters, min-delay worst type primary input to async pin, H-tree levels 4, Unique cell types 2, final hold viol count 0, post-synthesis register bit count 135, Die H 173 um, Worst EP required 0.80 ns, floorplan core density 0.148, placed cells 738, Avg Inst Size Synth 24.9 um2, clk root buf clkbuf_16, PortBufs 271, Min Hold Slack 0.193 ns, Vias/cell 3.04, f_max 918 MHz, worst vdd ir 943 uV, mux share 0, max-cap viol count 0, worst path cell trace buf_6, Hold Buf Count CTS 0, Period minus WS final 1.09 ns, Chip Width 173 um, most instantiated logic cell after routing clkdlybuf4s50_1, layout cells sized above 1 0.404, GRT Util Overall 0.0773, Top Ports 272, Multi-input gate area 0 um2, CP arrival 0.89 ns, yosys simple share 0, Yosys warning total 1, GP Congestion 0.779, dpl cell area 6690 um2, Setup-failing EPs final 135, buffer and inverter count on the worst path 1, PwrDens 2000 nW/um2, grt ovf 0, CP delay by family, top flip-flops, # resized after CTS 421, most numerous logic cells after layout clkdlybuf4s50_1, dfrtp_1, buf_2, clkbuf_16, buf_4, n_diodes 0, adder share 0, Synth Cell Area 3380 um2, final instance area 6640 um2, number of detailed-route iterations in the first pass 2, dpl hpwl 9.47 mm, crit path max fanout 1, # Cells Yosys 136, Layout Cells excl Fill 768, critical path type flop to output port, total CTS buffers 17, Final Slew Violations 0, sw frac 0.198, Final ANT Viol Nets 0, first-pass GRT wire length 17.6 mm, XOR Share, Synth 0
-- through the flow --
step,utilization,setup slack [ns],power [mW]
global route,0.290,-0.151,13.9
CTS,0.290,-0.127,13.6
finish,0.290,-0.0888,13.3
floorplan,-,-0.879,5.91
detailed placement,0.293,-0.0428,7.19
global placement,0.293,-0.0397,7.18
-- routing by layer --
metal / global-route usage / up-vias / wire length, um
met1: 0.0869 / 1102 / 4320
met2: 0.114 / 185 / 5090
li1: - / 1038 / -
met3: 0.0651 / 9 / 2050
met5: 0 / - / 27
met4: 0.00934 / 4 / 108
-- logic make-up (layout without fill, tap and decap cells) --
family,Yosys count,count (layout)
buffers and inverters,1,320
flip-flops,135,135
-- cell type report --
class                   instances  area [um2]
clock buffers                  18         439
clock inverters                12         179
fillers                      2357       16200
inverters                       1        7.51
flip-flops and latches        135        3380
well taps                     313         392
repair buffers                289        2240
-- registers in the layout (all words and copies together), names as in the netlist --
signal,cells
execResultDel,64
regWriteDel,1
memtoRegDel,1
memResultDel,64
rdDel,5
-- path summary, 6_finish.rpt --
| kind | startpoint | endpoint | slack [ns] |
|---|---|---|---|
| max | execResultDel[51]$_DFF_PP0_ | execResultDel[51] | -0.09 |
| min | reset | memResultDel[10]$_DFF_PP0_ | 0.19 |
| min in group clk0 | execResult[39] | execResultDel[39]$_DFF_PP0_ | 0.23 |
| max in group asynchronous | reset | execResultDel[24]$_DFF_PP0_ | 0.50 |
-- synth_stat cells --
master	instances	area, um2
dfrtp_1	135	3380
inv_1	1	3.75
-- power by group through the flow --
| stage | registers, mW | logic (mW) | clock network, mW |
|---|---|---|---|
| CTS | 5.80 | 1.01 | 6.76 |
| finish | 5.80 | 0.971 | 6.52 |
| global route | 5.83 | 1.08 | 7.01 |
Power is estimated from default activity; no workload was simulated.
