--- ./run.sh ---
#!/bin/bash
# OpenROAD 26Q1-2900-gdf79404cd8, Yosys 0.63+post, stock flow scripts
make -C /OpenROAD-flow-scripts/flow DESIGN_CONFIG=/design/flow/config.mk WORK_HOME=/design/flow/orfs finish
--- ./config.mk ---
export PLATFORM = sky130hd
export DESIGN_NAME = instructionMemory
export DESIGN_NICKNAME = instructionMemory
export VERILOG_FILES = /design/flow/design.v
export SDC_FILE = /design/flow/constraint.sdc
export NUM_CORES = 4
export LEC_CHECK = 1
export CORE_UTILIZATION = 50
--- ./constraint.sdc ---
current_design instructionMemory

set clk_period 4.4
set clk_io_pct 0.2

create_clock -name clk0 -period $clk_period

set non_clock_inputs [all_inputs -no_clocks]
set_input_delay [expr $clk_period * $clk_io_pct] -clock clk0 $non_clock_inputs
set_output_delay [expr $clk_period * $clk_io_pct] -clock clk0 [all_outputs]
--- ./design.v ---
`timescale 1ns / 1ps
module instructionMemory(
    input [63:0] instAddress,
	output reg [31:0] instruction);
reg [7:0] memory [123:0];
initial begin
    memory[123] = 8'b11111010;
    memory[122] = 8'b00000000;
    memory[121] = 8'b00001100;
    memory[120] = 8'b11100011;
    memory[119] = 8'b00000000;
    memory[118] = 8'b00010011;
    memory[117] = 8'b00000011;
    memory[116] = 8'b00010011;
    memory[115] = 8'b00000000;
    memory[114] = 8'b10000101;
    memory[113] = 8'b10110100;
    memory[112] = 8'b00100011;
    memory[111] = 8'b00000000;
    memory[110] = 8'b10100101;
    memory[109] = 8'b10000101;
    memory[108] = 8'b10110011;
    memory[107] = 8'b00000000;
    memory[106] = 8'b00110100;
    memory[105] = 8'b10010101;
    memory[104] = 8'b10010011;
    memory[103] = 8'b11111110;
    memory[102] = 8'b00000000;
    memory[101] = 8'b00000000;
    memory[100] = 8'b11100011;
    memory[99] = 8'b11111111;
    memory[98] = 8'b11110100;
    memory[97] = 8'b10000100;
    memory[96] = 8'b10010011;
    memory[95] = 8'b00000000;
    memory[94] = 8'b11000101;
    memory[93] = 8'b10110100;
    memory[92] = 8'b00100011;
    memory[91] = 8'b00000000;
    memory[90] = 8'b10000110;
    memory[89] = 8'b00001000;
    memory[88] = 8'b01100011;
    memory[87] = 8'b00000000;
    memory[86] = 8'b10000110;
    memory[85] = 8'b01001010;
    memory[84] = 8'b01100011;
    memory[83] = 8'b00000000;
    memory[82] = 8'b00000101;
    memory[81] = 8'b10110110;
    memory[80] = 8'b00000011;
    memory[79] = 8'b00000000;
    memory[78] = 8'b10100101;
    memory[77] = 8'b10000101;
    memory[76] = 8'b10110011;
    memory[75] = 8'b00000000;
    memory[74] = 8'b00110100;
    memory[73] = 8'b10010101;
    memory[72] = 8'b10010011;
    memory[71] = 8'b00000010;
    memory[70] = 8'b00000100;
    memory[69] = 8'b11000010;
    memory[68] = 8'b01100011;
    memory[67] = 8'b11111111;
    memory[66] = 8'b11110011;
    memory[65] = 8'b00000100;
    memory[64] = 8'b10010011;
    memory[63] = 8'b00000000;
    memory[62] = 8'b00000011;
    memory[61] = 8'b10110100;
    memory[60] = 8'b00000011;
    memory[59] = 8'b00000000;
    memory[58] = 8'b10100011;
    memory[57] = 8'b10000011;
    memory[56] = 8'b10110011;
    memory[55] = 8'b00000000;
    memory[54] = 8'b00110011;
    memory[53] = 8'b00010011;
    memory[52] = 8'b10010011;
    memory[51] = 8'b00000100;
    memory[50] = 8'b01010011;
    memory[49] = 8'b00000110;
    memory[48] = 8'b01100011;
    memory[47] = 8'b00000000;
    memory[46] = 8'b00010000;
    memory[45] = 8'b00000011;
    memory[44] = 8'b00010011;
    memory[43] = 8'b11111110;
    memory[42] = 8'b00000000;
    memory[41] = 8'b00000100;
    memory[40] = 8'b11100011;
    memory[39] = 8'b0;
    memory[38] = 8'b00010011;
    memory[37] = 8'b00000011;
    memory[36] = 8'b00010011;
    memory[35] = 8'b11111111;
    memory[34] = 8'b11100110;
    memory[33] = 8'b10000110;
    memory[32] = 8'b10010011;
    memory[31] = 8'b0;
    memory[30] = 8'b11010011;
    memory[29] = 8'b10110000;
    memory[28] = 8'b00100011;
    memory[27] = 8'b0;
    memory[26] = 8'b10100111;
    memory[25] = 8'b00000011;
    memory[24] = 8'b10110011;
    memory[23] = 8'b00000000;
    memory[22] = 8'b00110011;
    memory[21] = 8'b00010111;
    memory[20] = 8'b00010011;
    memory[19] = 8'b00000000;
    memory[18] = 8'b01010011;
    memory[17] = 8'b00001110;
    memory[16] = 8'b01100011;
    memory[15] = 8'b00000000;
    memory[14] = 8'b10000000;
    memory[13] = 8'b00000101;
    memory[12] = 8'b00010011;
    memory[11] = 8'b0;
    memory[10] = 8'b10100000;
    memory[9] = 8'b00000110;
    memory[8] = 8'b10010011;
    memory[7] = 8'b0;
    memory[6] = 8'b00000000;
    memory[5] = 8'b00000011;
    memory[4] = 8'b00010011;
    memory[3] = 8'b00000000;
    memory[2] = 8'b01000000;
    memory[1] = 8'b00000010;
    memory[0] = 8'b10010011;
end
always @(*)
	begin
		instruction={memory[instAddress+3],memory[instAddress+2],memory[instAddress+1],memory[instAddress]};
	end
endmodule
==> run summary <==
Finished Cell Area: 0.00814 sq mm
Die area: 0.0120 sq mm
Core Util, Final: 73.8%
Startpoint class of the critical path: primary input
DR WL/cell: 20.7 microns
CP startpoint: instAddress[1]
YS warnings: 1
Final Hold Fails: 0
VDD IR max: 89.4 uV
Critical Path End Type: output pin
Slew Viols, Final: 0
DRC: 0
Row count: 38
Largest net degree at the start of global routing: 59
Fmax: 229 MHz
Via density: 6.95
Die height: 109 microns
Initial antenna violation count: 0
Slew HR: 36.6%
Cts hold-fix bufs: 0
Port bufs: 39
Crit path arrival time: 3.49 ns
Status: finished clean
GP Congestion: 1.01
Antenna Cells: 0
Tcrit/Tclk final: 99.4%
RSZ-0062 raised after global routing: yes
Yosys cell types: 83
Register area: 0 sq um
Area occupied by multi-input gates: 0.00545 sq mm
First-pass GRT wire length: 39600 microns
OpenROAD warnings: 113
Chip area estimate from yosys synthesis: 0.00576 sq mm
Power after layout: 1300 uW
Initial DRC Count: 1220
Post-DP Area: 0.00764 sq mm
Initial Utilization: 52.3%
Leak: 0.00326 uW
Hold Startpoint: instAddress[0]
Mapped Area: 0.00576 sq mm
Via count: 8455
Power per cell area: 159 mW/mm^2
Final hold slack: 2.75 ns
Flip-flops: 0
Required time of the critical path: 3.52 ns
Post-synthesis cell count: 915
TritonRoute pass-1 iters: 8
Vias in the first global route: 7644
Crit path to: instruction[28]
Fin Setup TNS: 0 ns
Die X: 109 microns
Worst hold-check path type: in -> out
Maxcap violations: 0
Clock Buffer Count: 0
Critical Path Fanout Max: 6
Synth Area per Inst: 6.30 sq um
# setup viols final: 0
GRT Total Usage: 42.5%
Slew at the pin closest to its max-slew limit: 0.941 ns
Dpl hpwl: 17700 microns
Antenna viol nets, final: 0
Core Area: 0.0110 sq mm
Yosys Instances: 915
Grt total ovfl: 0
Crit Path Category: in -> out
Fill cells: 817
Min Tclk post-route: 4.37 ns
Sequential area share after synthesis: 0%
Share of layout cells above drive strength 1: 31.6%
Area grow syn2layout: 41.2%
I/O pins: 96
DRT Wirelength: 25200 microns
## power by group
| part | internal [uW] | leakage, uW | switching (uW) | total [uW] |
|---|---|---|---|---|
| clock network | 0 | 0 | 0 | 0 |
| registers | 0 | 0 | 0 | 0 |
| logic | 623 | 0.00326 | 674 | 1300 |
## per-layer routing
metal  share of wire (%)  track usage [%]
met5                   0                0
met4                 4.8             17.9
met3                  13             5.14
met2                  42             61.9
met1                  40             63.1
## metrics by stage
| stage | std cells | worst slack (ns) |
|---|---|---|
| finish | 1217 | 0.0261 |
| global route | 1217 | -0.0644 |
| CTS | 1206 | -0.0155 |
| detailed placement | 1203 | -0.451 |
| global placement | 1203 | -0.441 |
| floorplan | 915 | 0.00448 |
## cell usage in the layout (no fill, tap or decap), drive strengths merged, types with 20 or more instances in the layout
cell             n
ha              27
nor2            76
nand3           51
clkdlybuf4s50   32
a21oi           92
nand2           97
a211oi          21
o21ai           79
xnor2           20
a31oi           24
buf            244
nor3            25
## worst max-delay path, cell delays in order
cell	delay [ns]
clkdlybuf4s15_2	0.24
inv_2	0.08
ha_2	0.19
inv_1	0.08
ha_4	0.32
buf_4	0.16
nor2b_1	0.11
mux4_2	0.52
nor2_2	0.14
o21ai_0	0.08
a22oi_1	0.20
clkdlybuf4s50_1	0.50
## logic make-up after synthesis
kind of cell	synth area share, %
and+or+nand+nor	25.9
AOI/OAI and AO/OA	45.7
xor gates and xnor gates	7.14
muxes	4.43
buffers and inverters	10.6
adders and majority gates	6.21
## synthesized netlist by cell type, types with 5 or more instances
| library cell | instances | share of area, % |
|---|---|---|
| a32o_1 | 5 | 0.87 |
| nand2_1 | 96 | 6.3 |
| a221oi_1 | 16 | 2.4 |
| a31o_2 | 5 | 0.76 |
| o2111ai_1 | 10 | 1.5 |
| and2_1 | 5 | 0.54 |
| nor2_1 | 73 | 4.8 |
| a22oi_1 | 6 | 0.78 |
| a311oi_1 | 10 | 1.5 |
| and3_1 | 8 | 0.87 |
| o31ai_1 | 9 | 1.2 |
| clkbuf_1 | 58 | 3.8 |
| inv_1 | 8 | 0.52 |
| o221ai_1 | 9 | 1.4 |
| xor2_1 | 8 | 1.2 |
| o221a_2 | 5 | 0.98 |
| a31oi_1 | 24 | 2.6 |
| a211oi_1 | 21 | 2.7 |
| ha_1 | 27 | 5.9 |
| nor4_1 | 6 | 0.65 |
| nand2b_1 | 12 | 1.3 |
| o211ai_1 | 16 | 2.1 |
| nor2b_1 | 14 | 1.5 |
| xnor2_1 | 11 | 1.7 |
| mux2_2 | 8 | 1.6 |
| a21oi_1 | 91 | 7.9 |
| a21o_1 | 5 | 0.65 |
| mux2i_1 | 12 | 2.1 |
| nor3_1 | 24 | 2.1 |
| nand3_1 | 49 | 4.3 |
| or3_1 | 5 | 0.54 |
| xnor2_2 | 8 | 2.3 |
| o22ai_1 | 19 | 2.1 |
| o21ai_0 | 76 | 6.6 |
| buf_4 | 10 | 1.3 |
| o21a_1 | 7 | 0.91 |
| buf_2 | 43 | 3.7 |
| o311ai_0 | 5 | 0.76 |
## layout make-up
cell class	instances	share of cell area, %
inverter	13	0.692
multi-input combinational	784	67.0
tap	140	2.15
timing repair buffer	280	30.2
## what timing repair did
item	4_1_cts	5_1_grt
gates resized	27	55
gates cloned	0	1
buffers inserted	3	10
pin swaps	4	11
setup endpoints to repair	31	22
## worst min path at each step
| stage | endpoint | slack [ns] | depth (start not counted) |
|---|---|---|---|
| after global routing | instruction[26] | 2.82 | 6 |
| after CTS | instruction[31] | 2.90 | 7 |
| final | instruction[26] | 2.75 | 8 |
No activity file was given, so power comes from the tool's default toggle rates.
